===== design/flow/run.sh =====
#!/bin/bash
# OpenROAD 26Q1-2900-gdf79404cd8, Yosys 0.63+post, stock flow scripts
make -C /OpenROAD-flow-scripts/flow DESIGN_CONFIG=/design/flow/config.mk WORK_HOME=/design/flow/orfs finish

===== design/flow/config.mk =====
export PLATFORM = sky130hd
export DESIGN_NAME = Register_File
export DESIGN_NICKNAME = Register_File
export VERILOG_FILES = /design/flow/design.v
export SDC_FILE = /design/flow/constraint.sdc
export NUM_CORES = 4
export LEC_CHECK = 1
export CORE_UTILIZATION = 40

===== design/flow/constraint.sdc =====
current_design Register_File

set clk_period 4.9
set clk_io_pct 0.2

create_clock -name clk0 -period $clk_period [get_ports {clk}]

set non_clock_inputs [all_inputs -no_clocks]
set_input_delay [expr $clk_period * $clk_io_pct] -clock clk0 $non_clock_inputs
set_output_delay [expr $clk_period * $clk_io_pct] -clock clk0 [all_outputs]

===== design/flow/design.v =====
`timescale 1ns / 1ps
module Register_File(reg1,reg2,write_code,w_flag,w_data,clk,read1,read2);
	input [3:0] reg1;
	input [3:0] reg2;
	input [3:0] write_code;
	input w_flag;
	input [15:0] w_data;
	input clk;
	output [15:0] read1;
	output [15:0] read2;
	reg [15:0] ref_f[15:0];
	assign read1=ref_f[reg1];
	assign read2=ref_f[reg2];
	always@(posedge clk)
		begin
			if(w_flag)
				begin
					case(write_code)
						0:ref_f[0]=w_data;
						1:ref_f[1]=w_data;
						2:ref_f[2]=w_data;
						3:ref_f[3]=w_data;
						4:ref_f[4]=w_data;
						5:ref_f[5]=w_data;
						6:ref_f[6]=w_data;
						7:ref_f[7]=w_data;
						8:ref_f[8]=w_data;
						9:ref_f[9]=w_data;
						10:ref_f[10]=w_data;
						11:ref_f[11]=w_data;
						12:ref_f[12]=w_data;
						13:ref_f[13]=w_data;
						14:ref_f[14]=w_data;
						15:ref_f[15]=w_data;
				endcase
		end
end
endmodule

==> reports/writeup.txt <==
The run gives 18.5% for the share of final-layout standard cells stronger than drive strength 1. Yosys reported a register bit count of 256. 0 antenna diodes ended up in the layout.

With the worst-margin pin slew at 0.911 ns, the sequential area share after synthesis is 61.2%. The power per cell area came out at 359 nW/um^2. The routed length on met1 is 15400 um, and the vertical die size is 179 um.

The wire length of the first global-routing pass was 60200 um; the register share of total power was 46.8%. The final HPWL from detailed placement was 26100 um; the async set or reset register ratio after synthesis was 0%. The last timing report of the flow puts the setup violation total at 0. Per the power-grid run, VDD falls by no more than 0.295 mV.

The power share of the clock group was 42.7%. The post-synth area from yosys stat came out at 12600 sq um. In this run the clock root is driven by a sky130_fd_sc_hd__clkbuf_16. The placer's final routability congestion estimate came out at 0.929. According to the I/O placement log, the pin count is 62. The run gives 1 for the H-tree depth.

For the final hold slack, the log shows 1.35 ns. The number of pins exceeding their max-slew limit in the final report is 0, and the number of global-route vias before repair is 9422.

The starting utilization of the core area was 40.9%. Post-CTS repair ended up resizing 0 cells. Warnings raised by the tools during the run amount to 25. The max-slew check reports its worst relative slack as 39.2%.

The library cell used most frequently in the layout, excluding fill and tap cells, is sky130_fd_sc_hd__edfxtp_1. The wire length recorded after detailed routing is 41300 um. The vias per cell came out at 6.39. The run gives 5.29 mW for the power consumption. The endpoint required time on the critical path is 3.92 ns, and the area enclosed by the die boundary is 32100 sq um. The iteration tally of the first detailed-router pass was 22; the number of placement rows was 64. STA classifies the critical path startpoint as an input port.

Highest metal layer with signal wires: met5. Achievable clock frequency: 0.222 GHz. The detailed-routed wire length on met2 came out at 18500 um. Class of the most critical hold timing path: input port to flop. The overall overflow remaining after global route is 0. The quantity of hold-fixing buffers added after cts is 0.

The width of the chip is 179 um, and the placeable core region is 30700 sq um. Detailed-routed wire length on met3: 6110 um. In the layout the commonest cells are sky130_fd_sc_hd__edfxtp_1, sky130_fd_sc_hd__a22oi_1, sky130_fd_sc_hd__buf_4, sky130_fd_sc_hd__nand2_1, sky130_fd_sc_hd__clkdlybuf4s50_1.

The fraction of power spent switching nets was 23.6%. Per the detail_route report, the via count comes to 9244.

The worst setup path is captured at a primary output. For the finished layout, the period the worst path requires is 4.50 ns. The tools report the violation count after the first detailed-routing iteration as 801. With the setup TNS after final layout at 0 ns, the number of cells in Yosys stat is 956.

The post-synthesis instance area is 12600 sq um, and the number of antenna violations at the first check in global routing is 0. The synthesis-to-finish area growth works out to 17.5%. Buffers inserted during clock tree synthesis total 29.

The run gives 28.4% as the overall routing resource usage. TritonCTS built the clock tree. Routed wire length per instance: 28.5 um. By startpoint and endpoint, the worst setup path is classified as input port to primary output. The number of instances in the synthesized netlist is 956. Entering global routing, the biggest net connects 57 pins. In this run the tool buffered the top-level ports with 61 buffer cells.

The tools report the number of buffers inserted by post-CTS setup repair as 0. The tools report the final-report hold violation count as 0. Setup repair after global routing left no endpoint under its margin. The largest fanout on the critical path is 9, and the DRC violation count after routing is 0. The register with the most flip-flops in the layout has 256 of them.

In the finished design, the share of the clock period the worst path needs comes to 91.8%. The static leakage was 4.83 nW. Each instance of the synthesized netlist takes up on average 13.1 sq um. The longest clock path from root to sink contains 3 buffers. The count of distinct cell types in the synthesized netlist is 64, and the combinational share of power is 10.5%. The internal power component was 4.04 mW; the max-cap check violation count was 0. The number of warnings issued by yosys is 2.

The clock net in this run drives a total of 256 sinks. The registers of the reported paths see a clock transition of 0.06 ns. The number of synthesized flops with an enable pin works out to 256. Net load switching power: 1.25 mW. The run finished with clean final reports.

The data arrival time of the critical path came out at 3.52 ns. Counting the fill cells in the layout gives 2664. The most common flop cell mapped by yosys was sky130_fd_sc_hd__edfxtp_1. The final design utilization was 48.0%.

The detail route stage leaves a number of antenna-violating nets equal to 0.
kinds of logic after synthesis:
logic type             Yosys count  share of synthesized area [%]
AOI/OAI and AO/OA              288                           17.5
and+or+nand+nor                220                           9.50
buffers and inverters          119                           4.60
DFF                            256                           61.2
muxes                           73                           7.28
routing by layer:
metal  up-vias  global-route usage (%)
met5         -                    1.44
li1       4029                       -
met4         2                    7.81
met2       646                    40.2
met3        86                    16.8
met1      4481                    38.9
through the flow:
step	cells	worst slack [ns]	area, sq um
final	1447	0.401	14800
after global routing	1447	0.329	14800
after CTS	1447	0.474	14800
after detailed placement	1393	0.507	13800
after global placement	1393	0.507	13800
after floorplan	956	1.72	12600
power by group through the flow:
| stage | Sequential (mW) | Combinational (mW) | Clock (mW) |
|---|---|---|---|
| after CTS | 2.48 | 0.551 | 2.29 |
| after global routing | 2.48 | 0.594 | 2.37 |
| final | 2.48 | 0.557 | 2.26 |
Yosys cell counts (24+ instances only):
master                     instances  area (sq um)
sky130_fd_sc_hd__nor2_1           37           139
sky130_fd_sc_hd__edfxtp_1        256          7690
sky130_fd_sc_hd__o32a_1           24           240
sky130_fd_sc_hd__mux2_2           27           304
sky130_fd_sc_hd__buf_2            44           220
sky130_fd_sc_hd__o32ai_1          25           219
sky130_fd_sc_hd__clkbuf_1         25          93.8
sky130_fd_sc_hd__inv_1            33           124
sky130_fd_sc_hd__o22ai_1          28           175
sky130_fd_sc_hd__a21oi_1          24           120
sky130_fd_sc_hd__nand2_1          63           236
sky130_fd_sc_hd__a22oi_1          66           495
sky130_fd_sc_hd__mux2i_1          34           340
final timing paths:
path | to | cells after the start | from | slack [ns]
worst max-delay path | read1[7] | 7 | reg1[2] | 0.40
worst min-delay path | ref_f[5][5] | 1 | w_data[5] | 1.35
critical path, stage by stage:
cell and delay (ns):
sky130_fd_sc_hd__clkdlybuf4s50_1 0.66, sky130_fd_sc_hd__nor2b_2 0.55, sky130_fd_sc_hd__buf_4 0.30, sky130_fd_sc_hd__a22oi_1 0.09
sky130_fd_sc_hd__o22ai_1 0.24, sky130_fd_sc_hd__o32a_1 0.23, sky130_fd_sc_hd__clkdlybuf4s50_1 0.47
cell type report:
type	instances	area [sq um]	area share, %
Sequential cell	256	7690	52.1
Multi-Input combinational cell	581	4360	29.5
Timing Repair Buffer	127	1100	7.44
Clock buffer	29	726	4.92
Tap cell	396	495	3.36
Clock inverter	25	273	1.85
Inverter	33	124	0.839
Power and IR drop assume default switching activity.
