**constraint.sdc**
```tcl
current_design Shifter

set clk_period 3.7
set clk_io_pct 0.2

create_clock -name clk0 -period $clk_period

set non_clock_inputs [all_inputs -no_clocks]
set_input_delay [expr $clk_period * $clk_io_pct] -clock clk0 $non_clock_inputs
set_output_delay [expr $clk_period * $clk_io_pct] -clock clk0 [all_outputs]
```
**design.v**
```verilog
`timescale 1ns / 1ps
module Shifter(shift_string,shift_amount,left,r);
	input wire [15:0] shift_string;
	input wire [3:0] shift_amount;
	input wire left;
	output wire [15:0] r;
	assign r =
		(left)?(shift_string << shift_amount):0 |
		(!left)?(shift_string >> shift_amount):0;
endmodule
```
**run.sh**
```bash
#!/bin/bash
# OpenROAD 26Q1-2900-gdf79404cd8, Yosys 0.63+post, stock flow scripts
make -C /OpenROAD-flow-scripts/flow DESIGN_CONFIG=/design/flow/config.mk WORK_HOME=/design/flow/orfs finish
```
**config.mk**
```make
export PLATFORM = sky130hd
export DESIGN_NAME = Shifter
export DESIGN_NICKNAME = Shifter
export VERILOG_FILES = /design/flow/design.v
export SDC_FILE = /design/flow/constraint.sdc
export NUM_CORES = 4
export LEC_CHECK = 1
export CORE_AREA = 10 10 107 107
export DIE_AREA = 0 0 117 117
```
==> impl_metrics.yaml <==
# implementation run metrics
run_status:
  outcome: "finished clean"
final_timing:
  rsz0062_at_grt: "false"
  slew_headroom_pct: 72.5
  worst_slack_ps: 77.0
  period_minus_slack_ps: 3620
  clock.fmax_ghz: 0.276
  finalCritPeriodShare_pct: 97.9
  setup_viol: 0
  hold-worst-slack_ps: 2620
  hold_violations: 0
  final_max_slew_viol_count: 0
  worst_pin_slew_ps: 413
floorplanning:
  die_width_um: 117
  dieArea_um2: 13700
  row_count: 35
  io_pins: 37
  coreArea_um2: 9200
  die_y_um: 117
  fp-utilization_pct: 15.2
worst_setup_path:
  path_class: "in -> out"
  arrival_ps: 2880
  crit_chain: "clkdlybuf4s50_1 > mux4_2 > mux2_2 > a221oi_2 > a21oi_1 > clkdlybuf4s50_1"
  cpMaxStageDelayCell: "clkdlybuf4s50_1"
  crit_top_cell: "clkdlybuf4s50_1"
  path_max_fanout: 4
  cpPeakStageDelay_ps: 530
  cp-end-kind: "output port"
  required_ps: 2960
  start_kind: "primary input"
final_layout:
  flop-count: 0
  final_core_util_pct: 22.3
  seqCellArea_um2: 0
  stdcell_area_um2: 2050
  stdcell_count: 335
  final_layout_size_suffix_gt1_share_pct: 22.3
  num-clock-buffers: 0
  syn_to_final_growth_pct: 46.2
  n_fill_cell: 1006
power:
  internal-power_mw: 0.146
  ir_drop_mv: 0.0674
  p_leak_nw: 0.787
  p_sw_mw: 0.124
  p_seq_share_pct: 0
  power_per_cell_area_nw_per_um2: 132
  swShare_pct: 45.9
  power_frac_comb_pct: 100.0
  clkPwrFrac_pct: 0
placed_design:
  dp_slack_ps: -32.1
  dpl_cell_area_um2: 2040
  hpwl_um: 4590
  dp.cells: 335
  place.gp.congestion: 0.917
  portBuffers: 37
worst_hold_path:
  whs_path_depth: 6
  hp-start: "shift_amount[1]"
  hold_end: "r[15]"
  min_path_type: "in -> out"
clock_tree:
  post_cts_buffers: 0
  cts_resized: 2
  ctsHoldBuffers: 0
yosys:
  ys_types: 42
  yosysWarnings: 0
  top_cell_area_share_pct: 20.0
  ys_seq_share_pct: 0
  top_area_cell: "mux2i_1"
  synth_area_um2: 1400
  synth.most_common_cell: "mux2i_1"
  syn_avg_cell_area_um2: 7.92
  syn_inst: 177
  common_cells: "mux2i_1 (28), nand2_1 (14), mux4_2 (12)"
  ys_cells: 177
  synth.area.top_cells: "mux2i_1 (20%), mux4_2 (19%), mux2_2 (4.0%), a21oi_1 (3.9%), nand2_1 (3.8%)"
  ys_chip_area_um2: 1400
detailed_routing:
  antenna_cells: 0
  dr_total_vias: 1653
  drcViolationCount: 0
  drtPass1Iterations: 4
  routed_via_density: 4.93
  antenna_left: 0
  drtIter0Drc: 176
  routed_wl_um: 5500
  wire_per_inst_um: 16.4
grt:
  grtUsageTotal_pct: 7.96
  antenna_found_initial: 0
  grt_pass1_vias: 1571
  grt_max_degree: 40
  grt-ovfl-total: 0
  grt_pass1_wl_um: 8710
job:
  cap_violations: 0
  warning_count: 32
[power by group through the flow]
stage	Sequential, mW	Clock (mW)	Combinational [mW]
4_1_cts	0	0	0.272
5_1_grt	0	0	0.295
6_report	0	0	0.271
[cell type report]
| class | count | area (um2) | share of cell area (%) |
|---|---|---|---|
| repair buffers | 67 | 621 | 30.3 |
| multi-input cells | 153 | 1270 | 62.2 |
| well taps | 111 | 139 | 6.78 |
| inverters | 4 | 15.0 | 0.733 |
[metal layers]
layer	global-route usage, %	part of all wire, %
met1	12.8	48
met2	11.2	43
met3	1.70	9.5
met4	0	0
met5	0	0
[logic make-up after synthesis]
group | share of synthesized area, %
compound gates | 31.0
buf+inv | 9.11
mux | 43.3
simple gates | 16.6
[metrics by stage]
step | setup TNS, ps | power [mW]
4_1_cts | 0 | 0.272
3_5_place_dp | -32.1 | 0.270
6_report | 0 | 0.271
3_3_place_gp | -10.9 | 0.268
5_1_grt | 0 | 0.295
2_1_floorplan | 0 | 0.140
[worst max-delay path: cells and delay by family]
family	cells	cell delay, ps
buffers and inverters	2	950
multiplexers	2	860
AND-OR/OR-AND	2	340
[cell usage in the layout, fill, tap and decap left out, types with 4 or more instances in the layout]
| cell | n |
|---|---|
| a21oi_1 | 11 |
| and2_1 | 4 |
| buf_4 | 27 |
| clkdlybuf4s50_1 | 34 |
| mux2_2 | 5 |
| mux2i_1 | 28 |
| mux4_2 | 12 |
| nand2_1 | 14 |
| nand2b_1 | 6 |
| nand3_1 | 4 |
| nor2_1 | 6 |
| nor3_1 | 4 |
| o211ai_1 | 5 |
| o21ai_0 | 9 |
| o221ai_1 | 6 |
| o22ai_1 | 7 |
[worst max-delay path by stage]
stage / start / to / slack, ps / depth (start not counted)
4_1_cts: shift_string[3] / r[6] / 30 / 6
5_1_grt: shift_string[9] / r[12] / 0.2 / 7
6_report: shift_string[2] / r[12] / 80 / 6
No activity file was given, so power comes from the tool's default toggle rates.
