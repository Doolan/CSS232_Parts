<file path="flow/run.sh">
#!/bin/bash
# OpenROAD 26Q1-2900-gdf79404cd8, Yosys 0.63+post, stock flow scripts
make -C /OpenROAD-flow-scripts/flow DESIGN_CONFIG=/design/flow/config.mk WORK_HOME=/design/flow/orfs finish
</file>
<file path="flow/config.mk">
export PLATFORM = sky130hd
export DESIGN_NAME = ALU16b
export DESIGN_NICKNAME = ALU16b
export VERILOG_FILES = /design/flow/design.v
export SDC_FILE = /design/flow/constraint.sdc
export NUM_CORES = 4
export LEC_CHECK = 1
export CORE_AREA = 10 10 100 100
export DIE_AREA = 0 0 110 110
</file>
<file path="flow/constraint.sdc">
current_design ALU16b

set clk_period 10.2
set clk_io_pct 0.2

create_clock -name clk0 -period $clk_period

set non_clock_inputs [all_inputs -no_clocks]
set_input_delay [expr $clk_period * $clk_io_pct] -clock clk0 $non_clock_inputs
set_output_delay [expr $clk_period * $clk_io_pct] -clock clk0 [all_outputs]
</file>
<file path="flow/design.v">
`timescale 1ns / 1ps
module ALU16b(a,b,op,r,zero,ovfl);
	input wire signed [15:0] a;
	input wire signed [15:0] b;
	input wire [2:0] op;
	output wire signed [15:0] r;
	output wire zero;
	output wire ovfl;
	wire signed [15:0] sum;
	assign r=
		(op==3'b000)?(a&b):0 |
		(op==3'b001)?(a|b):0 |
		(op==3'b010)?(~(a|b)):0 |
		(op==3'b011)?(a+b):0 |
		(op==3'b100)?(a-b):0 |
		(op==3'b101)?(a<b):0;
	assign ovfl=((op==3'b011)&((r>=0)^(a>=0))&((r>=0)^(b>=0)))|
		((op==3'b100)&((r>=0)^(a>=0))&((r>=0)^(b<0)));
	assign zero=(r==0);
endmodule
</file>
==> reports/qor.yml <==
setup_path:
  startpoint_type: "input port"
  end_kind: "output pin"
  crit_type: "input port to output pin"
  crit_arrival_ns: 6.25
  crit_path_max_fanout: 20
  critPathLaunch: "op[1]"
  required_ns: 8.16
grt:
  antenna_found_initial: 0
  grt.total_usage: 0.1515
  grt_pass1_vias: 2854
  overflow: 0
  grt_start_max_net_pins: 37
  grt_pass1_wl_um: 14830
floorplan:
  chipHeight_um: 110
  fp-row-count: 32
  die_w_um: 110
  die_area_um2: 12100
  num_io_pins: 53
  fp_util: 0.3519
  coreArea_um2: 7807
finish:
  fin_util: 0.4256
  seqCellArea_um2: 0
  syn2layout_area_growth_pct: 20.95
  ff_count: 0
  final_layout_size_suffix_gt1_frac: 0.05145
  fin_cells: 549
  clkbuf_count: 0
  final_area_um2: 3323
yosys:
  yosys-top-cells-area: "ha_1, a21oi_1, inv_1"
  post_synth_num_cell_types: 68
  synth_area_um2: 2748
  syn-instance-count: 413
  synth-seq-area-share: 0
  yosys.area.top_type: "ha_1"
  synth_warnings: 0
  ys_sh_aoi: 0.3570
  ys_sh_adder: 0.2332
  yosys-stat-area_um2: 2748
  synth.area.mux_share: 0.02641
  netlist.area_leader.share: 0.2186
  syn_area_per_cell_um2: 6.653
  ys_sh_xor: 0.02869
  topCombFamilyByArea: "AND-OR/OR-AND gates"
  simple_gate_share: 0.2468
  yosysCellCount: 413
cts:
  cts_setup_buffers: 0
  hold_buffers: 0
  cts_resized: 0
sta:
  rsz0062_at_grt: "false"
  finalHoldWorstSlack_ns: 5.156
  fin_ws_ns: 1.913
  max_freq_ghz: 0.1207
  slew_violations: 0
  max-slew-margin-rel: 0.5862
  period_minus_slack_ns: 8.287
  tightest_slew_ns: 0.6207
  finalSetupTns_ns: 0
  setup_viol: 0
  finalCritPeriodShare: 0.8124
  finalHoldViolations: 0
placement:
  gp_congestion: 0.9696
  dpl-instance-area_um2: 3323
  dp.cells: 549
  place_ws_ns: 1.924
  io_buffer_count: 53
  hpwlAfterDp_um: 7348
min_path:
  hp-start: "a[15]"
  hold_class: "input port to output pin"
detailed_routing:
  drt_iter0_markers: 282
  diodes: 0
  viasPerCell: 5.741
  route.detailed.drc: 0
  drt-wirelength-per-cell_um: 17.36
  drt_wl_total_um: 9533
  firstDrtPassIters: 5
  antenna_left: 0
  routed-via-count: 3152
flow_run:
  openroad.warnings: 64
  cap_violations: 0
pwr:
  peakVddDrop_v: 0.00002458
  power.total_mw: 0.1775
  leakage_nw: 1.405
  power.density_nw_per_um2: 53.41
run_status:
  status: "completed"
[power by group]
part / internal (mW) / total (mW) / leakage [nW] / switching [mW]
combinational: 0.0808 / 0.177 / 1.40 / 0.0967
sequential: 0 / 0 / 0 / 0
clock: 0 / 0 / 0 / 0
[cell usage in the layout, fill, tap and decap left out, drive strengths merged, types with 3 or more instances in the layout]
cell type,count
or3,7
o221ai,5
nor4,5
o31a,3
o21ai,21
o22ai,5
o2111ai,3
xor2,3
nand2,38
a21o,6
a221oi,8
inv,49
clkdlybuf4s50,53
a31o,3
a211oi,10
buf,4
nor2,34
xnor2,6
or4,4
nor2b,7
o311ai,3
o21a,3
mux2i,5
or2,3
a21oi,36
o21bai,3
nor3,14
and2,4
nand3,7
nand2b,4
a31oi,5
o211ai,4
ha,48
[per-layer routing]
layer  up-vias  share of wire  track usage
met5         -              0            0
met2       160           0.43       0.2286
met1      1407           0.47       0.2258
met3        14          0.089      0.01998
li1       1571              -            -
met4         0          0.015      0.02695
[area by class of cell]
type               instances  area (um2)
fillers                  827        4484
inverters                 49       183.9
multi-input cells        341        2451
well taps                102       127.6
repair buffers            57       560.5
[Yosys cell counts (all sizes together), types with 3 or more instances]
cell     number
o22ai         5
clkbuf       12
a221oi        8
a21o          6
o21bai        3
buf          11
nor2b         7
o2111ai       3
nand2b        4
xor2          3
a21oi        36
or4           4
or2           3
mux2i         5
a31o          3
nand2        38
o221ai        5
nor3         14
inv          49
xnor2         6
nor4          5
ha           48
a211oi       10
nor2         34
o21ai        21
nand3         7
o311ai        3
and2          4
a31oi         5
o211ai        4
o21a          3
or3           7
o31a          3
[worst paths after layout]
kind                to  cells after the start
hold / removal    ovfl                      4
setup / recovery  zero                     11
[worst max-delay path, stage by stage]
cell             delay (ns)
clkdlybuf4s50_1        0.40
buf_4                  0.21
inv_1                  0.47
nand2_1                0.46
o221a_2                0.38
a2111oi_0              0.38
nor2_1                 0.13
or4_1                  0.54
or4_1                  0.57
nor4_2                 0.16
clkdlybuf4s50_1        0.50
[cell families after synthesis]
| kind of cell | after synthesis |
|---|---|
| and+or+nand+nor | 136 |
| buffers and inverters | 72 |
| adders and majority gates | 50 |
| muxes | 7 |
| AOI/OAI and AO/OA | 139 |
| xor gates and xnor gates | 9 |
Power figures rest on the tool's default switching activity, not on a simulated workload.
